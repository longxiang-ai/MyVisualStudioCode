## design/flow/design.v

```verilog
`timescale 1ns / 1ps
module ALU(
    input [31:0]A,
    input [31:0]B,
    input [2:0]ALU_operation,
    input sign,          
    output reg [31:0]res,
    output zero,         
    output overflow      
    );
    wire [31:0] slt;
    wire signa, signb;
    assign signa = A[31];
    assign signb = B[31];
    assign slt = (sign == 0 || signa & signb == 0) ? ((A < B) ? 32'h1 : 32'h0) : (signa == 1 && signb == 0) ? 32'h1 : (signa == 0 && signb == 1) ? 32'h0 : (A < B) ? 32'h0 : 32'h1;
    always @(*)
    begin
        case (ALU_operation)
            3'b000: res = A & B;
            3'b001: res = A | B;
            3'b010: res = A + B;
            3'b011: res = A ^ B;
            3'b100: res = ~(A | B);
            3'b101: res = A >> B;
            3'b110: res = A - B;
            3'b111: res = slt;           
            default: res = 32'hxxxx_xxxx;
        endcase
    end
    assign zero = (res==0) ? 1:0;
endmodule
```

## design/flow/run.sh

```bash
#!/bin/bash
# OpenROAD 26Q1-2900-gdf79404cd8, Yosys 0.63+post, stock flow scripts
make -C /OpenROAD-flow-scripts/flow DESIGN_CONFIG=/design/flow/config.mk WORK_HOME=/design/flow/orfs finish
```

## design/flow/config.mk

```make
export PLATFORM = sky130hd
export DESIGN_NAME = ALU
export DESIGN_NICKNAME = ALU
export VERILOG_FILES = /design/flow/design.v
export SDC_FILE = /design/flow/constraint.sdc
export NUM_CORES = 4
export LEC_CHECK = 1
export CORE_UTILIZATION = 50
```

## design/flow/constraint.sdc

```tcl
current_design ALU

set clk_period 22.7
set clk_io_pct 0.2

create_clock -name clk0 -period $clk_period

set non_clock_inputs [all_inputs -no_clocks]
set_input_delay [expr $clk_period * $clk_io_pct] -clock clk0 $non_clock_inputs
set_output_delay [expr $clk_period * $clk_io_pct] -clock clk0 [all_outputs]
```

==> flow_summary_export.csv <==
group,metric,value,unit
global_route,grt_pass1_vias,8408,
layout,n_sequential_cell,0,
logic_synthesis,ys_warn_count,2,
layout,seq_area,0,µm²
global_route,grt_overflow_total,0,
floorplan,die_x,125,µm
place,gp_congestion,1.02,
clock_tree,cts_setup_buffers,0,
logic_synthesis,yosys_area,7570,µm²
timing,slew_headroom,48.6,%
timing,fmax,0.0666,GHz
floorplan,dieArea,15600,µm²
pwr,p_leak,3.60,nW
layout,clock_buffer_count,0,
pwr,max-vdd-ir-drop,0.0141,mV
layout,layout_top_cells,"99 x clkdlybuf4s50_1, 98 x ha_1, 96 x inv_1",
routing,viasPerCell,6.98,
routing,ant_nets,0,
floorplan,fp-utilization,51.7,%
job,max_cap_violations,0,
layout,final_common_cell,"clkdlybuf4s50_1",
logic_synthesis,synthesis.area,7570,µm²
routing,drt-initial-drc-count,1275,
setup_path,arrival,10.48,ns
routing,wl,32600,µm
timing,setup_viol_count_final,0,
place,dpl.hpwl,25200,µm
floorplan,die_h,125,µm
outcome,status,"finished, final reports clean",
setup_path,required,18.16,ns
global_route,grt_pass1_wl,49700,µm
clock_tree,post_cts_resized,0,
floorplan,io_pins,102,
worst_hold_path,min-delay-start,"sign",
layout,syn2layout_area_growth,13.6,%
timing,tightest_slew,0.769,ns
worst_hold_path,hold_path.class,"in -> out",
routing,n_antenna_cell,0,
logic_synthesis,synth_seq_share,0,%
logic_synthesis,post_synth.cell_area_avg,7.08,µm²
global_route,grt_max_degree,57,
floorplan,core-area,14600,µm²
logic_synthesis,synth_cell_types,80,
floorplan,rows,44,
clock_tree,holdBufCountCts,0,
place,place.port_buffers,101,
routing,vias,9072,
timing,period_used_share,66.2,%
timing,timing.final.hold_violations,0,
setup_path,path_class,"in -> out",
setup_path,crit_fanout,19,
logic_synthesis,ys_cells,1070,
global_route,antenna_found_initial,1,
routing,drc,0,
timing,rsz0062_at_grt,"no",
global_route,grt_use_total,42.0,%
timing,period_minus_slack,15.02,ns
timing,finalMaxSlewViolations,0,
layout,drive_above_1_share,6.00,%
layout,num-fill-cells,1418,
timing,setup_tns,0,ns
worst_hold_path,holdPathStages,4,
setup_path,crit_path_start_kind,"input pin",
pwr,powerDensity,26.5,nW/µm²
routing,wl_per_cell,25.1,µm
worst_hold_path,worstHoldEndpoint,"res[0]",
setup_path,end_kind,"primary output",
logic_synthesis,syn_inst,1070,
routing,first_pass_iters,14,
job,tool_warnings,99,
timing,hold_slack,10.19,ns
[final cells by class]
cell class | count | area [µm²] | area share (%)
well taps | 184 | 230 | 2.68
multi-input cells | 893 | 6840 | 79.6
repair buffers | 119 | 1140 | 13.2
inverters | 104 | 390 | 4.54
[stage by stage]
step                      util [%]  cell area (µm²)  instances  total power, mW  setup slack (ns)
after floorplan                  -             7570       1070            0.139              9.89
after global placement        58.7             8600       1300            0.221              7.95
after detailed placement      58.7             8600       1300            0.219              7.82
after CTS                     58.7             8600       1300            0.221              7.81
after global routing          58.7             8600       1300            0.243              7.33
final                         58.7             8600       1300            0.228              7.68
[synth_stat cells (7+ instances only)]
| library cell | n | area share, % |
|---|---|---|
| a2111oi_0 | 10 | 1.2 |
| a211oi_1 | 12 | 1.2 |
| a21o_1 | 16 | 1.6 |
| a21oi_1 | 92 | 6.1 |
| a221oi_1 | 7 | 0.81 |
| a22oi_1 | 11 | 1.1 |
| a31oi_1 | 10 | 0.83 |
| and3_1 | 9 | 0.74 |
| buf_1 | 9 | 0.45 |
| buf_2 | 10 | 0.66 |
| clkbuf_1 | 48 | 2.4 |
| clkinv_1 | 8 | 0.40 |
| ha_1 | 98 | 16 |
| inv_1 | 96 | 4.8 |
| mux2i_1 | 49 | 6.5 |
| mux4_2 | 29 | 8.6 |
| nand2_1 | 78 | 3.9 |
| nand2b_1 | 13 | 1.1 |
| nand3_1 | 30 | 2.0 |
| nand4_1 | 15 | 1.2 |
| nor2_1 | 83 | 4.1 |
| nor2b_1 | 9 | 0.74 |
| nor3_1 | 24 | 1.6 |
| nor4_1 | 11 | 0.91 |
| o211ai_1 | 13 | 1.3 |
| o21a_1 | 10 | 0.99 |
| o21ai_0 | 61 | 4.0 |
| o21ai_1 | 10 | 0.66 |
| o221ai_1 | 7 | 0.81 |
| o22ai_1 | 18 | 1.5 |
| o31ai_1 | 15 | 1.5 |
| o32a_1 | 10 | 1.3 |
| or2_2 | 7 | 0.58 |
| or3_1 | 8 | 0.66 |
| xnor2_1 | 17 | 2.0 |
[report_power, final]
part / internal [mW] / switching [mW]
combinational: 0.0946 / 0.133
sequential: 0 / 0
clock: 0 / 0
total: 0.0946 / 0.133
[worst max-delay path by stage]
stage / startpoint / end / slack, ns / cells past startpoint
global route: B[4] / zero / 7.33 / 16
CTS: B[4] / zero / 7.81 / 16
finish: B[4] / zero / 7.68 / 16
[routing by layer]
layer  vias to the layer above  GRT usage (%)  part of all wire, %
met5                         -              0                0.040
met4                         2           8.68                  2.4
met3                        75           14.0                   14
li1                       4147              -                    -
met2                       655           60.0                   41
met1                      4193           61.9                   42
[kinds of logic (layout without fill, tap and decap cells)]
group | Yosys count | after routing | share of synthesized area, %
compound gates | 376 | 376 | 33.7
xor+xnor | 19 | 19 | 2.20
fa+ha+maj | 100 | 100 | 16.7
buf+inv | 177 | 223 | 9.62
mux | 89 | 89 | 17.9
other cells | 1 | 1 | 0.0495
simple gates | 308 | 308 | 19.8
[worst max-delay path, cell delays in order]
cell	delay, ns
clkdlybuf4s50_1	0.94
clkinv_1	0.52
ha_1	0.61
inv_1	0.12
a2111oi_0	0.60
a211oi_2	0.27
o21ai_0	0.21
a2111oi_0	0.13
a2111o_1	0.44
o21bai_1	0.18
nor4_1	0.38
nand4_1	0.24
nor4_2	0.42
nand4_1	0.18
nor4b_2	0.23
clkdlybuf4s50_1	0.49
Power and IR drop assume default switching activity.
