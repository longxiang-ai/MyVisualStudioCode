## flow/design.v

```verilog
module  regs( 
    input clk,rst,RegWrite,
    input [4:0] Rs1_addr, Rs2_addr, Wt_addr,
    input [6:0] Debug_addr,
    input [31:0]  Wt_data,
    output [31:0]  Rs1_data,  Rs2_data,
    output [31:0] Debug_regs
);
    reg[31:0] register [1:31]; 
    integer i;
    assign Rs1_data= (Rs1_addr== 0) ? 0 : register[Rs1_addr];
    assign Rs2_data= (Rs2_addr== 0) ? 0 : register[Rs2_addr];
    always @(posedge clk or posedge rst) begin   
        if (rst==1)  
            for (i=1; i<32; i=i+1)  
                register[i] <= 0;
        else if ((Wt_addr != 0) && (RegWrite == 1)) 
            register[Wt_addr] <= Wt_data; 
    end
    assign Debug_regs = (Debug_addr == 0) ? 0 : register[Debug_addr];
endmodule
```

## flow/run.sh

```bash
#!/bin/bash
# OpenROAD 26Q1-2900-gdf79404cd8, Yosys 0.63+post, stock flow scripts
make -C /OpenROAD-flow-scripts/flow DESIGN_CONFIG=/design/flow/config.mk WORK_HOME=/design/flow/orfs finish
```

## flow/config.mk

```make
export PLATFORM = sky130hd
export DESIGN_NAME = regs
export DESIGN_NICKNAME = regs
export VERILOG_FILES = /design/flow/design.v
export SDC_FILE = /design/flow/constraint.sdc
export NUM_CORES = 4
export LEC_CHECK = 1
export CORE_UTILIZATION = 40
```

## flow/constraint.sdc

```tcl
current_design regs

set clk_period 7.4
set clk_io_pct 0.2

create_clock -name clk0 -period $clk_period [get_ports {clk}]

set non_clock_inputs [all_inputs -no_clocks]
set_input_delay [expr $clk_period * $clk_io_pct] -clock clk0 $non_clock_inputs
set_output_delay [expr $clk_period * $clk_io_pct] -clock clk0 [all_outputs]
```

==> Changelog: implementation <==
### Physical design

* Final Skew at 0 ns
* Fmax at 139 MHz
* Most frequent logic cell in the layout: a22oi_1
* Vias in the first global route at 56700
* Die Width at 380 um
* Placed insts at 7277
* Final Max Slew Viols at 0
* # Cells Yosys at 5319
* Pin count of the biggest net entering global routing at 114
* Flops after synth at 1024
* Setup repair after global routing missed its margin: no
* Initial antenna violation count at 46
* Ys flop type: dfrtp_1
* Yosys Warn Count at 2
* Synth area leader: dfrtp_1
* Cts bufs inserted at 115
* Dpl ws at 0.598 ns
* Final setup vio count at 0
* Post-Layout Cell Count at 7527
* Post-synth area hogs: dfrtp_1 43%, mux2_2 20%, a22oi_1 16%, nand2_1 2.5%, buf_2 2.3%
* YS chip area at 0.0571 sq mm
* Postcts setup bufs at 0
* Syn Std Cell Area at 0.0571 sq mm
* CP arrival at 5.69 ns
* Violation count after the first detailed-route iteration at 8742
* Pwr Density at 256 mW/mm^2
* Pleak at 28.4 nW
* Clk pin slew, worst setup/hold paths at 0.06 ns
* Hold_buf cts at 0
* Worst hold path type: flop to flop
* Synth Seq Share at 0.452
* # port buffers at 152
* Worst vdd ir at 0.249 mV
* CORE AREA at 0.142 sq mm
* Period utilization at 0.969
* Critical Path Start Type: input port
* Critical path peak fanout at 21
* Final hold vios at 0
* Drt drc at 0
* First-pass GRT wire length at 539000 um
* Slowest cell on crit path: nor3_2
* # resized after CTS at 0
* DRT Wirelength at 411000 um
* Tool Warnings at 37
* Floorplan core density at 0.403
* Cells after Synth at 5319
* Design Area, Final at 0.0674 sq mm
* Post-DP HPWL at 261000 um
* GRT overflow at 0
* Average wire per standard cell at 54.6 um
* Num Clock Sinks at 1024
* Die Ht at 380 um
* Router iterations before antenna repair at 11
* Status: finished, final reports clean
* Insertion Delay late pin at 0.78 ns
* Endpoint type of the worst setup path: primary output
* Die area at 0.144 sq mm
* Area after DPL at 0.0633 sq mm
* GP Congestion at 1.08
* Largest register FFs at 1024
* Root Buffer: clkbuf_16
* Clk buf depth at 3
* Top cells excl fill/tap: 1220 x a22oi_1, 995 x mux2_2, 992 x dfrtp_1, 361 x nand2_1, 358 x buf_4
* H-tree depth at 3
* Floorplan row count at 138
* Final setup margin at 0.228 ns
* Tmin final at 7.17 ns
* Global router's overall resource usage at 0.584
* Largest register by flop count: register
* Regs by FF count: register x1024
* Max-cap violations at 0
* Worst path bufs/invs at 3
* CP Class: input port to primary output
* Max-area cell share at 0.435
* TritonCTS clock tree: done
* Syn_area_per_cell at 10.7 sq um
* Worst slew pin tran at 1.15 ns
* CP required at 5.92 ns
* Async S/R FF share, synth at 0.969
* Total number of vias at 59200
* Relative slew slack at 0.230
* Share of layout cells above drive strength 1 at 0.313
* Yosys cell types at 70
* Number of enable flip-flop cells at 32
* Synth-to-Final Area Change at 18.0%
* Largest delay share family, worst path: simple AND/OR/NAND/NOR gates
* Worst path cell trace: buf_2 > nand2b_1 > nor3_2 > buf_4 > a22oi_1 > nand3_1 > nor3_1 > a21oi_1 > clkdlybuf4s50_1
* DRT antenna net count at 0
* Drt via density at 7.87
* Max incr delay on CP at 0.89 ns
* Io pins at 153
-- metrics by stage --
stage,utilization,power (mW),TNS (ns),hold slack [ns]
5_1_grt,0.475,17.6,0,0.584
6_report,0.476,17.3,0,0.566
3_5_place_dp,0.447,11.0,0,0.549
2_1_floorplan,-,9.18,-7684.36,0.505
3_3_place_gp,0.447,11.0,0,0.539
4_1_cts,0.475,17.1,0,0.566
-- cells by family (layout without fill, tap and decap cells) --
logic type	count (synthesis)	in the layout	synth area share
flops	1024	1024	0.452
buf+inv	550	803	0.0444
compound gates	1680	1680	0.213
simple gates	1039	1039	0.0897
other cells	1	66	0.0000657
mux	1025	1025	0.202
-- cell type report --
| cell class | instances | area, sq um |
|---|---|---|
| fillers | 13000 | 74200 |
| clock inverters | 54 | 722 |
| repair buffers | 573 | 5460 |
| diodes | 34 | 85.1 |
| inverters | 14 | 56.3 |
| multi-input cells | 3776 | 29600 |
| flip-flops and latches | 1024 | 25800 |
| well taps | 1890 | 2360 |
| clock buffers | 162 | 3280 |
-- per-layer routing --
layer / part of all wire / vias to the layer above / routed length [um] / track usage
met5: 0.0017 / - / 684 / 0.00694
met2: 0.38 / 6095 / 156000 / 0.733
met4: 0.099 / 63 / 40500 / 0.416
met1: 0.34 / 29600 / 141000 / 0.710
met3: 0.18 / 2334 / 72600 / 0.396
li1: - / 21100 / - / -
-- path summary, 6_finish.rpt --
kind | startpoint | end | slack (ns) | cells past startpoint
hold reg to reg | register[29][0]$_DFFE_PP0P_ | register[29][0]$_DFFE_PP0P_ | 0.57 | 1
setup reg to reg | register[26][28]$_DFFE_PP0P_ | register[26][28]$_DFFE_PP0P_ | 6.40 | 1
hold / removal | register[29][0]$_DFFE_PP0P_ | register[29][0]$_DFFE_PP0P_ | 0.57 | 1
max in group asynchronous | rst | register[31][23]$_DFFE_PP0P_ | 4.44 | 4
setup / recovery | Rs1_addr[1] | Rs1_data[29] | 0.23 | 9
min in group asynchronous | rst | register[31][9]$_DFFE_PP0P_ | 1.19 | 2
-- report_power, final --
part	switching (mW)	leakage, nW	internal, mW
Clock	2.64	1.93	3.52
Sequential	1.66	13.0	6.68
Combinational	1.41	13.5	1.35
-- cells in the mapped netlist, types with 5 or more instances --
library cell and count:
and4_1 7, edfxtp_1 32, nand2_1 376, nand3b_1 15, nand3_1 72, a21oi_1 214, mux2_2 995, or3_1 8
a221oi_1 28, dfrtp_1 992, a2111oi_0 13, buf_4 31, a211oi_1 8, a221o_1 6, mux2i_1 21, nor3_1 101
nand2b_1 19, clkbuf_1 193, nor2b_1 6, nor2_4 7, a22o_1 20, buf_2 259, nor4_1 48, a222oi_1 42
a22oi_1 1220, and2_1 5, o21ai_0 64, nor3b_1 6, mux2_1 8, and3_1 20, buf_1 49, o22ai_1 7
or3b_1 7, a31oi_1 18, nor2_1 155, a32oi_1 6, nand4_1 143, nor2_2 24, inv_1 14, o2111ai_1 5
Power and IR drop assume default switching activity.
