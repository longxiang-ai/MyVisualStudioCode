### flow/design.v
`timescale 1ns / 1ps
module alu(
    input [31:0]A,
    input [31:0]B,
    input [2:0]ALUC,
    input sign,
    output reg [31:0]res,
    output zero,       
    output overflow
    );
    wire [31:0] slt;
    wire signa, signb;
    assign signa = A[31];
    assign signb = B[31];
    assign slt = (sign == 0 || signa & signb == 0) ? ((A < B) ? 32'h1 : 32'h0) : (signa == 1 && signb == 0) ? 32'h1 : (signa == 0 && signb == 1) ? 32'h0 : (A < B) ? 32'h0 : 32'h1;
    always @(*)
    begin
        case (ALUC)
            3'b000: res = A & B;
            3'b001: res = A | B;
            3'b010: res = A + B;
            3'b011: res = A ^ B;
            3'b100: res = ~(A | B);
            3'b101: res = A >> B;
            3'b110: res = A - B;
            3'b111: res = slt;
            default: res = 32'hxxxx_xxxx;
        endcase
    end
    assign zero = (res==0) ? 1:0;
endmodule
### flow/config.mk
export PLATFORM = sky130hd
export DESIGN_NAME = alu
export DESIGN_NICKNAME = alu
export VERILOG_FILES = /design/flow/design.v
export SDC_FILE = /design/flow/constraint.sdc
export NUM_CORES = 4
export LEC_CHECK = 1
export CORE_UTILIZATION = 40
### flow/constraint.sdc
current_design alu

set clk_period 22.7
set clk_io_pct 0.2

create_clock -name clk0 -period $clk_period

set non_clock_inputs [all_inputs -no_clocks]
set_input_delay [expr $clk_period * $clk_io_pct] -clock clk0 $non_clock_inputs
set_output_delay [expr $clk_period * $clk_io_pct] -clock clk0 [all_outputs]
### flow/run.sh
#!/bin/bash
# OpenROAD 26Q1-2900-gdf79404cd8, Yosys 0.63+post, stock flow scripts
make -C /OpenROAD-flow-scripts/flow DESIGN_CONFIG=/design/flow/config.mk WORK_HOME=/design/flow/orfs finish
==> impl_metrics.py <==
# Auto-generated metrics
metrics = {
    "detailed_routing": {
        "drt-total-wl_um": 33800,
        "detail-route-antenna-nets": 0,
        "num_vias": 9125,
        "num_antenna_cells": 0,
        "drt_iter0_markers": 1087,
        "post_drt_wl_per_cell_um": 25.13,
        "vias_per_cell": 6.784,
        "drc": 0,
        "dr.pass1.iters": 7,
    },
    "setup_path": {
        "required_ns": 18.16,
        "end_kind": "output pin",
        "crit_fanout": 19,
        "worstSetupPathType": "input pin to output pin",
        "crit_path_start": "B[4]",
        "arrival_ns": 10.50,
        "start_kind": "input pin",
        "endpoint": "zero",
    },
    "layout": {
        "nClkBuffers": 0,
        "layout.cells.most_common_list": "ha_1, clkdlybuf4s50_1, inv_1, a21oi_1, nor2_1",
        "nFillCells": 1874,
        "area_growth_pct": 14.26,
        "fin_util_pct": 47.36,
        "flops": 0,
        "logic_area_um2": 6844,
        "instances_no_fill": 1345,
        "seq_area_um2": 0,
        "drive_gt1_share_pct": 6.093,
    },
    "clock_tree": {
        "cts_resized": 0,
        "postCtsHoldBufs": 0,
        "cts_setup_buffers": 0,
    },
    "outcome": {
        "outcome": "complete, no violations",
    },
    "grt": {
        "grt_usage_pct": 35.05,
        "antenna_found_initial": 0,
        "overflow": 0,
        "grt_max_degree": 48,
        "grt_pass1_vias": 8250,
        "grt_first_pass_wirelength_um": 51180,
    },
    "flow_run": {
        "warning_count": 98,
        "drv_cap": 0,
    },
    "pwr": {
        "p_clk_share_pct": 0,
        "combPwrFrac_pct": 100.0,
        "p_leak_nw": 3.600,
        "vdd.ir_drop.worst_mv": 0.01098,
        "switching_share_pct": 58.70,
        "intPower_mw": 0.09472,
        "net-switching-power_mw": 0.1346,
        "power_mw": 0.2293,
        "powerDensity_nw_per_um2": 26.51,
        "pwr-share-seq_pct": 0,
    },
    "placed_design": {
        "dp_cells": 1345,
        "hpwlAfterDp_um": 26220,
        "place_ws_ns": 7.833,
        "port-buffer-count": 101,
        "routabilityCongestion": 1.023,
    },
    "logic_synthesis": {
        "ys.warnings.count": 2,
        "syn_avg_cell_area_um2": 7.077,
        "area_leaders": "ha_1, mux4_2, mux2i_1",
        "synth.top_cell.area_share_pct": 16.19,
        "synth_area_leader_cell": "ha_1",
        "ys_cells": 1070,
        "syn_inst": 1070,
        "postSynthSeqShare_pct": 0,
        "ys_chip_area_um2": 7572,
        "mappedNetlistArea_um2": 7572,
        "ys_types": 80,
    },
    "floorplanning": {
        "coreArea_um2": 18270,
        "initCoreUtil_pct": 41.45,
        "die_area_um2": 19490,
        "num_rows": 49,
        "die_y_um": 139.6,
        "dieWidth_um": 139.6,
        "pin_count": 102,
    },
    "timing": {
        "clock.fmax_mhz": 66.51,
        "relSlewSlack_pct": 40.02,
        "fin_ws_ns": 7.664,
        "slew_violations": 0,
        "setup_violations": 0,
        "post-route-period-util_pct": 66.24,
        "fin_crit_ns": 15.04,
        "setup_tns_ns": 0,
        "rsz0062_at_grt": "false",
        "worstMarginPinSlew_ns": 0.8965,
        "hold_violations": 0,
    },
    "hold_path": {
        "worstHoldStart": "ALUC[2]",
        "min_path_type": "input pin to output pin",
    },
}
metrics by stage:
step | cell area, µm² | hold slack, ns
2_1_floorplan | 7572 | 9.246
3_3_place_gp | 8652 | 10.15
3_5_place_dp | 8652 | 10.15
4_1_cts | 8652 | 10.15
5_1_grt | 8652 | 10.20
6_report | 8652 | 10.15
how the worst min path moves through the flow:
stage / endpoint / cells past startpoint / slack (ns)
CTS: res[3] / 4 / 10.15
global route: res[3] / 4 / 10.20
finish: res[3] / 4 / 10.15
area by class of cell:
class | count | share of cell area (%)
well taps | 229 | 3.312
multi-input cells | 893 | 79.10
repair buffers | 119 | 13.07
inverters | 104 | 4.512
power groups by stage:
stage / clock [mW] / sequential (mW) / combinational, mW
finish: 0 / 0 / 0.229
global route: 0 / 0 / 0.246
CTS: 0 / 0 / 0.223
synth_stat cells, types with 16 or more instances:
master,count
nand2_1,78
xnor2_1,17
nor2_1,83
nand3_1,30
a21oi_1,92
nor3_1,24
inv_1,96
a21o_1,16
o22ai_1,18
clkbuf_1,48
ha_1,98
mux2i_1,49
mux4_2,29
o21ai_0,61
worst max-delay path: stages:
cell and delay, ns:
clkdlybuf4s50_1 0.96, clkinv_1 0.54, ha_1 0.62, o211ai_1 0.16, a21oi_1 0.30, o21ai_1 0.22, o41ai_2 0.62, a31oi_1 0.32
o21bai_1 0.24, mux2i_1 0.10, o32a_1 0.36, nand2b_1 0.16, nor4_2 0.39, nand4_1 0.22, nor4b_2 0.24, clkdlybuf4s50_1 0.49
per-layer routing:
layer  routed length [µm]  global-route usage, %
met5                    0                      0
met4                  935                  8.560
met3                 4185                  9.116
met2                13880                  49.06
met1                14800                  53.54
logic make-up after synthesis:
| kind of cell | share of synthesized area, % |
|---|---|
| buffers and inverters | 9.617 |
| adders and majority gates | 16.72 |
| muxes | 17.93 |
| and+or+nand+nor | 19.83 |
| xor gates and xnor gates | 2.198 |
| other | 0.04952 |
| AOI/OAI and AO/OA | 33.66 |
Power and IR drop assume default switching activity.
